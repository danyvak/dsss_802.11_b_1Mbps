==> config.mk <==
export PLATFORM = sky130hd
export DESIGN_NAME = demodulator
export DESIGN_NICKNAME = demodulator
export VERILOG_FILES = /design/flow/design.v
export SDC_FILE = /design/flow/constraint.sdc
export NUM_CORES = 4
export LEC_CHECK = 1
export CORE_UTILIZATION = 50
==> constraint.sdc <==
current_design demodulator

set clk_period 2.1
set clk_io_pct 0.2

create_clock -name clk0 -period $clk_period [get_ports {clk}]

set non_clock_inputs [all_inputs -no_clocks]
set_input_delay [expr $clk_period * $clk_io_pct] -clock clk0 $non_clock_inputs
set_output_delay [expr $clk_period * $clk_io_pct] -clock clk0 [all_outputs]
==> design.v <==
module demodulator (clk,reset,despread_sample_i, despread_sample_q, despread_sample_valid,out_bin_index,max_bin_index,max_index_valid_out, data_bit, data_valid_bit);
input clk,reset,despread_sample_valid;
input signed [31:0]  despread_sample_i,despread_sample_q;
input [15:0] out_bin_index,max_bin_index;
input max_index_valid_out;
output reg data_bit;
output reg data_valid_bit;
reg signed [31:0] s_n_i, s_n_q;
reg signed [31:0] s_n_i_1, s_n_q_1;
reg signed [63:0] demod_decision_i;
reg signed [63:0] demod_decision_q;
reg [19:0] history_demod_bit;
reg demod_bit;
reg [3:0] state, next_state; 
parameter state_0 = 3'd0; 
parameter state_1 = 3'd1;
parameter state_2 = 3'd2;
parameter state_3 = 3'd3;
parameter state_4 = 3'd4;
always@(posedge clk, posedge reset)
if (reset) begin
     state <= state_0;
end
else begin
    state <= next_state;
    if (out_bin_index==max_bin_index && despread_sample_valid) begin
        s_n_i <= despread_sample_i;
        s_n_q <= despread_sample_q;
        s_n_i_1 <=  s_n_i;
        s_n_q_1 <=  s_n_q;
        history_demod_bit <= {history_demod_bit [18:0], demod_bit};
    end
end
always@(*)
case (state) 
state_0: begin  
    data_valid_bit = 1'b0;    
    if (out_bin_index==max_bin_index && despread_sample_valid) begin
        demod_decision_i = s_n_i*s_n_i_1 + s_n_q*s_n_q_1;
        demod_decision_q = s_n_q*s_n_i_1 + s_n_i*s_n_q_1;
        next_state = state_1;
    end
    else
      next_state = state_0;  
end
state_1: begin  
    if (demod_decision_i<$signed(64'd0))
        demod_bit = 1'b1;
    else 
        demod_bit = 1'b0;
    next_state = state_2;
end
state_2: begin
    data_bit = demod_bit ^ history_demod_bit[3] ^ history_demod_bit[6];
    next_state = state_0;
    data_valid_bit = 1'b1;
end 
endcase
endmodule
==> run.sh <==
#!/bin/bash
# OpenROAD 26Q1-2900-gdf79404cd8, Yosys 0.63+post, stock flow scripts
make -C /OpenROAD-flow-scripts/flow DESIGN_CONFIG=/design/flow/config.mk WORK_HOME=/design/flow/orfs finish
==> Changelog: implementation <==
## Implementation

* Result of the run: completed
* Number of placed I/O pins at just over 100
* Critical path's slowest cell: sky130_fd_sc_hd__clkdlybuf4s50_1
* HPWL after detailed placement at 163,000 um
* Mapped cell area at 0.07618 mm2
* Area growth from synthesis to layout at 5.374%
* Overall global routing resource usage at 29.80%
* Mux frac, synth at 0%
* Area share of the largest cell type after synthesis at 61.86%
* CP endpoint kind: flop
* Detail Route Antenna Nets at 0
* Area of the core at 0.1505 mm2
* Top-count cell post-synth: sky130_fd_sc_hd__fa_1
* Number of synthesized register bits at 143
* Number of buffers inserted during clock tree synthesis at 17
* Number of max-slew violations in the final report at 0
* DRC at 0
* Final estimated routing congestion in global placement at 0.9821
* Vias in the first global route at 54,252
* Critical Path Max Stage Delay at 0.48 ns
* Number of vias per cell after detailed routing at 4.956
* Critical path data required time at 2.35 ns
* Standard-cell rows at 142
* Synth warn at 1
* Total grt overflow at 0
* Clock Skew at 0.01075 ns
* Period utilization at between 90 and 100%
* Syn avg cell area at approximately 10 um2
* Number of distinct library cell variants in the gate-level netlist after synthesis at 36
* Ranking of synthesized cells by instance count: sky130_fd_sc_hd__fa_1, sky130_fd_sc_hd__inv_1, sky130_fd_sc_hd__nand2_1, sky130_fd_sc_hd__and2_1, sky130_fd_sc_hd__clkbuf_1
* Power per cell area at 82.34 mW/mm2
* Fin Setup TNS at 0 ns
* Post-synthesis instance total at around 7,600
* Actual transition at the worst max-transition pin at between 0.8 and 0.9 ns
* Register pins left without a clock at 6
* Async set or reset register ratio after synthesis at approximately 1.4%
* Cell accounting for the most synthesized area: sky130_fd_sc_hd__fa_1
* Count of flip-flops with a built-in enable after synthesis at 135
* DRT Pass-1 Iters at 6
* Average routed wire per standard cell at 20.19 um
* Largest family of logic cells by area: adder cells
* Reg clk slew, reported paths at 0.08 ns
* Initial antenna violation count at 1
* Buf/Inv on CP at 4
* Start-to-end type of the worst setup path: input port to flop
* Share of post-route cells with drive strength above 1 at 2.593%
* Worst VDD drop at 0.0007753 V
* Max Freq at 0.5012 GHz
* Critical path arrival at 2.25 ns
* Top cells by area, synth: sky130_fd_sc_hd__fa_1, sky130_fd_sc_hd__inv_1, sky130_fd_sc_hd__and2_1, sky130_fd_sc_hd__nand2_1, sky130_fd_sc_hd__ha_1
* Setup repair after global routing missed its margin: false
* Fin. Hold Viols at 0
* Pleak at 40.91 nW
* Crit path launch: max_bin_index[6]
* Floorplan die height at 392.3 um
* Count of endpoints without a timing constraint at 11
* Cts-stage hold buffer count at 0
* Chip footprint at 0.1539 mm2
* Yosys cell count at 7,618
* Hold WC Path Type: input port to asynchronous set/reset pin
* # H-tree levels at 4
* Number of port buffers at 100
* Family with the most delay on the worst path: buffers and inverters
* # Max-Cap Violations at 0
* Synthesized-area fraction occupied by ao, oa, aoi and oai cells at less than 1%
* Slew margin rel. at 45.77%
* Maximum number of pins on one net before global-route repair at 46
* CTS tree: built
* Core occupancy in the finished layout at 53.34%
* Final wirelength at between 150,000 and 200,000 um
* Most frequently used flop master after synthesis: sky130_fd_sc_hd__edfxtp_1
* Initial cell density of the core at between 50% and 60%
* Floorplan die width at 392.3 um
* Vias post-DR at about 47,000
* Final count of negative-setup-slack endpoints at 0
* First-pass GRT wire length at around 310,000 um
* XOR/XNOR Fraction of Synth Area at 0.6323%
* Shortest clock period the worst path allows after layout at 1.995 ns
* Kind of launch point of the worst setup path: input port
* Root Buffer: sky130_fd_sc_hd__clkbuf_16
* Clock Path Buffers at 2
* Insertion delay to the later sink of the worst-skew pair at 0.55 ns
* Crit Reg-Reg Startpoint: s_n_i[12]$_DFFE_PP_
* Hold slack final at 0.09103 ns
* FA/HA/MAJ Cells, Area Fraction at 67.24%
* Log Warnings at 32
* Sequence of cells on the critical path: clkdlybuf4s50_1 > xnor2_1 > nand3_1 > nor4_4 > nand3_2 > nor2_4 > buf_6 > buf_16 > clkbuf_16
* CP max FO at 7
* Chip area line of the yosys report at about 0.076 mm2
* Synthesized-area fraction occupied by and/or/nand/nor cells at 13.34%
* Violation tally from detailed-route iteration zero at 1,962
==> area by class of cell <==
class	instances	area, um2
clock inverters	15	162.7
fillers	13106	70210
clock buffers	17	425.4
well taps	2016	2522
flip-flops and latches	143	4194
repair buffers	254	2364
inverters	2215	8314
diodes	1	2.502
multi-input cells	4877	62290
==> layout by cell type, fill, tap and decap left out, types with 38 or more instances in the layout <==
cell and count:
sky130_fd_sc_hd__ha_1 328, sky130_fd_sc_hd__edfxtp_1 135, sky130_fd_sc_hd__clkdlybuf4s50_1 84, sky130_fd_sc_hd__fa_1 2353, sky130_fd_sc_hd__nand2_1 1121, sky130_fd_sc_hd__and2_1 863, sky130_fd_sc_hd__xnor2_1 49, sky130_fd_sc_hd__inv_1 2215
sky130_fd_sc_hd__nand2b_1 38, sky130_fd_sc_hd__buf_4 139
==> layer usage <==
layer,vias up,routed length (um),track usage [%]
met4,14,2369,2.344
met3,143,39450,25.08
met2,2396,72690,35.07
li1,20663,-,-
met1,24054,77500,46.74
met5,-,575,2.392
==> state kept, by name (all words and copies together) (netlist names) <==
name,flops
s_n_i,32
s_n_i_1,32
s_n_q,32
s_n_q_1,32
history_demod_bit,7
next_state,2
state,2
data_bit,1
data_valid_bit,1
demod_bit,1
demod_decision_i,1
==> repair_timing <==
action,CTS,global route
gates resized,2,30
gates cloned,0,4
endpoints found under the setup margin,55,131
setup buffers,0,4
pin swaps,2,9
==> power by group <==
part | switching [W] | leakage, nW | total (W) | internal [W]
clock | 0.00166 | 0.281 | 0.00333 | 0.00167
combinational | 0.0000929 | 39.3 | 0.000307 | 0.000214
sequential | 0.000000132 | 1.29 | 0.00298 | 0.00298
==> cell families after synthesis <==
logic type | Yosys count
fa+ha+maj | 2682
flops | 137
buf+inv | 2598
xor+xnor | 55
latches | 6
compound gates | 53
simple gates | 2087
==> worst paths after layout <==
check,to,slack (ns),cells past startpoint
worst min-delay path,state[1]$_DFF_PP0_,0.09,2
worst max-delay path,s_n_q[7]$_DFFE_PP_,0.10,9
worst max register to register,s_n_i_1[12]$_DFFE_PP_,1.09,1
min in group clk0,s_n_i[27]$_DFFE_PP_,0.41,1
worst min register to register,history_demod_bit[3]$_DFFE_PP_,0.42,0
max in group asynchronous,state[0]$_DFF_PP0_,1.89,2
==> stage by stage <==
stage	instance area (um2)	std cells	setup slack (ns)	total power, W
2_1_floorplan	76220	7618	-1.495	0.003131
3_3_place_gp	79440	9497	-0.6739	0.003350
3_5_place_dp	79440	9497	-0.6617	0.003347
4_1_cts	80040	9529	0.02685	0.006774
5_1_grt	80270	9537	0.03119	0.006852
6_report	80280	9538	0.1047	0.006610
Power figures rest on the tool's default switching activity, not on a simulated workload.

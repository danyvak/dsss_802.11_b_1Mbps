<file path="flow/design.v">
module matched_filter_despreader_sync (sample_i, sample_q, input_sample_valid,clk,reset,
										despread_sample_i, despread_sample_q, despread_sample_valid);
input [15:0] sample_i,sample_q;
input input_sample_valid,clk,reset;
output [31:0] despread_sample_i,despread_sample_q;
output despread_sample_valid;
reg signed [15:0] BarkerCode_array [0:19];
reg signed [15:0] sample_i_history  [0:19];
reg signed [15:0] sample_q_history  [0:19];
reg signed [31:0] correlator_i  [0:19];
reg signed [31:0] correlator_q  [0:19];
reg valid_array [0:19];
reg despread_sample_valid_d;
reg signed [31:0] temp_result_i;
reg signed [31:0] temp_result_q;
integer index_array;
initial begin
    BarkerCode_array [19] = 128;
	BarkerCode_array [18] = -5;
	BarkerCode_array [17] = -138;
	BarkerCode_array [16] = -30;
	BarkerCode_array [15] = 204;
	BarkerCode_array [14] = 218;
	BarkerCode_array [13] =  -8;
	BarkerCode_array [12] = -140;
	BarkerCode_array [11] = -25;
	BarkerCode_array [10] = 121;
	BarkerCode_array [9] = 139; 
	BarkerCode_array [8] = 129;
	BarkerCode_array [7] = 155;
	BarkerCode_array [6] = 99;
	BarkerCode_array [5] = -57;
	BarkerCode_array [4] = -157;
	BarkerCode_array [3] = -141;
	BarkerCode_array [2] = -120;
	BarkerCode_array [1] = -130;
	BarkerCode_array [0] = -87;
end
always@(posedge clk or posedge reset)
if (reset) begin
	sample_i_history[0]<= 16'd0;
	sample_q_history[0] <= 16'd0;
	correlator_i[19] <= 32'd0;
	correlator_q[19] <= 32'd0;
	end
else begin	
		despread_sample_valid_d = input_sample_valid;
		if (input_sample_valid) begin
			sample_i_history[0] <=  sample_i;
			sample_q_history[0] <=  sample_q;
			correlator_i[19] <= $signed(sample_i)*BarkerCode_array [19];
	        correlator_q[19] <=  $signed(sample_q)*BarkerCode_array [19];
	    for (index_array=18;index_array>=0;index_array=index_array-1) begin
                correlator_i[index_array] <=  correlator_i[index_array+1] + $signed(sample_i)*BarkerCode_array [index_array];
			    correlator_q[index_array] <=  correlator_q[index_array+1] + $signed(sample_q)*BarkerCode_array [index_array];
	    end
    end
end		
assign 	despread_sample_i = correlator_i[0];
assign	despread_sample_q = correlator_q[0];
assign  despread_sample_valid = despread_sample_valid_d;
endmodule	
</file>
<file path="flow/constraint.sdc">
current_design matched_filter_despreader_sync

set clk_period 13.8
set clk_io_pct 0.2

create_clock -name clk0 -period $clk_period [get_ports {clk}]

set non_clock_inputs [all_inputs -no_clocks]
set_input_delay [expr $clk_period * $clk_io_pct] -clock clk0 $non_clock_inputs
set_output_delay [expr $clk_period * $clk_io_pct] -clock clk0 [all_outputs]
</file>
<file path="flow/config.mk">
export PLATFORM = sky130hd
export DESIGN_NAME = matched_filter_despreader_sync
export DESIGN_NICKNAME = matched_filter_despreader_sync
export VERILOG_FILES = /design/flow/design.v
export SDC_FILE = /design/flow/constraint.sdc
export NUM_CORES = 4
export LEC_CHECK = 1
export CORE_UTILIZATION = 30
</file>
<file path="flow/run.sh">
#!/bin/bash
# OpenROAD 26Q1-2900-gdf79404cd8, Yosys 0.63+post, stock flow scripts
make -C /OpenROAD-flow-scripts/flow DESIGN_CONFIG=/design/flow/config.mk WORK_HOME=/design/flow/orfs finish
</file>
==> Slide: Implementation Results <==
Run Summary

Place
  • I/O Buffers: 99
  • Dpl cells: 30060
  • DP HPWL: 611.2 mm
  • Placer Congestion: 1.028
  • Placed inst area: 0.2257 mm2

Finish
  • Top cell excl fill/tap: inv_1
  • Finished Cell Area: 0.2319 mm2
  • Fillers: 70570
  • Area grow syn2layout: 9.907%
  • Fraction of layout instances using a drive strength above 1: 3.599%
  • Commonest cells after routing, fill and taps aside: 6415 x inv_1, 3837 x ha_1, 3229 x fa_1
  • Post-Layout Cell Count: 30400

Synthesis
  • Synth Area in Adders: 53.40%
  • Synth top area cells: fa_1 31%, ha_1 23%, edfxtp_1 17%
  • Dominant combinational family: adder cells
  • Area fraction in mux cells: 0.3392%
  • Number of synthesized register bits: 1249
  • Area leader share: 30.64%
  • Post-Syn Area per Cell: 10.33 um2
  • Number of cells in Yosys stat: 20430
  • EDFF count, synth: 1217
  • Sequential area share after synthesis: 17.70%
  • Aoi share: 7.459%
  • XOR Share, Synth: 5.509%
  • Top_reg_cell synth: edfxtp_1
  • Ys async rst share: 2.562%
  • Basic Gates by Area: 4.096%
  • Ys Warns: 5
  • Synth area leader: fa_1
  • Yosys cell types: 96
  • Cells after Synth: 20430
  • YS chip area: 0.2110 mm2
  • Synthesized cell area: 0.2110 mm2

Clock tree
  • Clk Tree Root Cell: clkbuf_16
  • TritonCTS Sinks: 1249
  • Post-CTS Setup Bufs: 0
  • Htree depth: 4
  • Post-CTS Hold Buffers: 0
  • Clk slew on worst S/H paths: 0.06 ns
  • CTS tree: yes
  • Total CTS buffers: 180
  • Latency at later pin: 0.95 ns
  • Clock Tree Buf Depth: 4
  • PostCTS Resize Cnt: 0

Floorplanning
  • Die area: 0.7066 mm2
  • Placeable Area: 0.6999 mm2
  • Row count: 307
  • Number of top-level pins: 100
  • Fp_density: 30.15%
  • DIE WIDTH: 840.6 um
  • Die height: 840.6 um

Outcome
  • Status: finished, final reports clean

Global route
  • First-pass GRT wire length: 1036 mm
  • Pin count of the biggest net entering global routing: 110
  • GRT Util Overall: 21.55%
  • GR Overflow Total: 0
  • Initial antenna violation count: 25
  • Vias in the first global route: 154100

Drt
  • Post-route ant nets: 0
  • Vias per cell: 4.601
  • DRC errors left: 0
  • Starting DRT DRC Count: 5606
  • DR vias: 139900
  • Avg WL per Cell: 23.27 um
  • DRT Pass-1 Iters: 6
  • Routed WL: 707.3 mm

Worst setup path
  • Crit path max fanout: 16
  • Crit-path slowest cell: fa_1
  • Critical Path AT: 11.18 ns
  • Startpoint type of the worst setup path: input pin
  • WP buf/inv: 8
  • CP delay by family, top: adder cells
  • Crit path largest cell delay: 0.96 ns
  • Kind of critical path: in2reg
  • Endpoint type of the worst setup path: flop
  • Critical Path RT: 14.52 ns

Final timing
  • Clock skew: 0.04814 ns
  • Fmax: 0.09560 GHz
  • Period utilization: 75.80%
  • Worst slew margin: 22.65%
  • Slew Limit Fails: 0
  • RSZ-0062 raised after global routing: false
  • Setup TNS: 0 ns
  • Post-layout minimum cycle time: 10.46 ns
  • Final hold vios: 0
  • Setup Viol. Count Final: 0
  • Worst slew pin tran: 1.148 ns

Job
  • Max-cap check violation count: 0
  • Tool Warnings: 188

Worst hold path
  • Hold crit path type: reg2reg
cell usage after synthesis (all sizes together), types with 15 or more instances:
cell type and count:
inv 6417, ha 3839, fa 3229, edfxtp 1217, xnor2 1021, a21oi 799
nor2 555, o21ai 469, nand2 397, a21o 378, xor2 306, o21a 156
nand3 151, o21bai 137, nand2b 123, nor3 120, nor2b 115, a211oi 88
and3 74, a31oi 70, nand4 59, or2 49, o211ai 48, or3 46
mux2i 40, and2 37, dfrtp 32, clkbuf 31, a21boi 30, mux2 28
o31ai 28, a31o 26, o41ai 23, nor4 20, o31a 19, o2111ai 17
o22ai 15
worst paths after layout:
path,depth (start not counted),end,slack (ns),startpoint
max in group asynchronous,3,correlator_i[19][7],10.87,reset
worst min-delay path,0,correlator_i[13][1],0.41,correlator_i[14][1]
worst max-delay path,26,correlator_i[16][30],3.34,sample_i[3]
worst min register to register,0,correlator_i[13][1],0.41,correlator_i[14][1]
min in group asynchronous,3,correlator_q[19][21],2.41,reset
worst max register to register,22,correlator_q[5][31],6.98,correlator_q[6][15]
sequential cells by signal, summed over array words and instances, names as in the netlist:
signal and count:
despread_sample_valid_d 1, correlator_q 624, correlator_i 624
layout make-up:
| class | count | area (um2) | share of cell area (%) |
|---|---|---|---|
| Multi-Input combinational cell | 12720 | 149500 | 64.45 |
| Timing Repair Buffer | 400 | 3214 | 1.386 |
| Sequential cell | 1249 | 37350 | 16.11 |
| Clock inverter | 111 | 1418 | 0.6113 |
| Tap cell | 9270 | 11600 | 5.002 |
| Antenna cell | 12 | 30.03 | 0.01295 |
| Clock buffer | 217 | 4736 | 2.042 |
| Inverter | 6418 | 24090 | 10.39 |
through the flow:
stage / util, % / worst slack (ns) / hold slack [ns]
2_1_floorplan: - / -7.760 / 0.4003
3_3_place_gp: 32.25 / 2.226 / 0.4006
3_5_place_dp: 32.25 / 2.318 / 0.4045
4_1_cts: 33.13 / 3.367 / 0.4040
5_1_grt: 33.13 / 2.987 / 0.4113
6_report: 33.13 / 3.339 / 0.4095
kinds of logic (layout without fill, tap and decap cells):
family / count (synthesis) / after routing
AOI/OAI and AO/OA: 2461 / 2461
xor gates and xnor gates: 1327 / 1327
adders and majority gates: 7068 / 7068
buffers and inverters: 6459 / 7146
DFF: 1249 / 1249
muxes: 68 / 68
other: 0 / 12
and+or+nand+nor: 1797 / 1797
metal layers:
layer  wire length, um  GRT usage, %
met1            266100         26.40
met2            317200         32.81
met3             95250         12.41
met4             28120         6.260
met5               730        0.4946

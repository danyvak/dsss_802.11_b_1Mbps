<file path="flow/design.v">
module peak_finder (clk,reset,despread_sample_i, despread_sample_q, despread_sample_valid,out_bin_index,max_bin_index,max_index_valid_out);
input clk,reset,despread_sample_valid;
input signed [31:0]  despread_sample_i,despread_sample_q;
output [15:0] out_bin_index,max_bin_index;
output max_index_valid_out;
parameter state_0 = 3'b000;
parameter state_1 = 3'b001;
parameter state_2 = 3'b010;
parameter state_3 = 3'b011;
parameter state_4 = 3'b100;
reg [15:0] index_counter;
reg [15:0] index_counter_next;
reg [63:0]  input_power; 
reg [63:0]  max_input_power;
reg [15:0] max_input_power_index;
reg [15:0] max_input_power_index_final;
reg max_index_valid;
reg [2:0] state, next_state;
wire [63:0] mult_result;
always@(posedge clk or posedge reset)
begin
	if (reset) begin
		index_counter <= 16'd0;
		state <= state_0;
		end
	else 
		begin
		if (despread_sample_valid) begin
			index_counter <= index_counter_next;
			input_power <= mult_result;
		end
		state <= next_state;
		end
end		
always@(*) begin
	case(state)
	state_0: if (despread_sample_valid) begin
				if (index_counter<19)
					index_counter_next = index_counter + 1;
				else
					begin
					index_counter_next = 0;
					max_index_valid = 0;
					max_input_power = 0;
					end
				input_power = mult_result;		
				next_state = state_1;
			end
			else 
				next_state = state_0;
	state_1:begin		
			if (max_input_power < input_power) begin
				max_input_power = input_power;
				max_input_power_index = index_counter_next;
			end
			next_state = state_2;
			end
	state_2:begin
			if (index_counter==19) begin
				max_input_power_index_final = max_input_power_index; 
				max_index_valid = 1;
				max_input_power = 0;
				max_input_power_index = 0;
			end
			next_state = state_3;
			end
	state_3:begin
				max_index_valid = 0;
				next_state = state_0;
			end
	endcase
end	
assign mult_result = despread_sample_i*despread_sample_i + despread_sample_q*despread_sample_q;
assign out_bin_index = index_counter;
assign max_bin_index = max_input_power_index_final;
assign max_index_valid_out = max_index_valid;
endmodule
</file>
<file path="flow/run.sh">
#!/bin/bash
# OpenROAD 26Q1-2900-gdf79404cd8, Yosys 0.63+post, stock flow scripts
make -C /OpenROAD-flow-scripts/flow DESIGN_CONFIG=/design/flow/config.mk WORK_HOME=/design/flow/orfs finish
</file>
<file path="flow/config.mk">
export PLATFORM = sky130hd
export DESIGN_NAME = peak_finder
export DESIGN_NICKNAME = peak_finder
export VERILOG_FILES = /design/flow/design.v
export SDC_FILE = /design/flow/constraint.sdc
export NUM_CORES = 4
export LEC_CHECK = 1
export CORE_UTILIZATION = 30
</file>
<file path="flow/constraint.sdc">
current_design peak_finder

set clk_period 2.3
set clk_io_pct 0.2

create_clock -name clk0 -period $clk_period [get_ports {clk}]

set non_clock_inputs [all_inputs -no_clocks]
set_input_delay [expr $clk_period * $clk_io_pct] -clock clk0 $non_clock_inputs
set_output_delay [expr $clk_period * $clk_io_pct] -clock clk0 [all_outputs]
</file>
==> CHANGELOG.md <==
### Implementation results

* Status: stopped before the end
* Last stage: synthesis (1_2_yosys)
* Stop err: ERROR: Found 64 problems in 'check -assert'.
* Mux frac, synth at 0.328%
* Synth Flop Type: dlxtn_1
* Yosys xor share at 1.39%
* Post-Synth Simple-Gate Area at 8.97%
* Cells in synth_stat.txt at 7,358
* Yosys reg bits at 261
* Synth logic family: adder cells
* Adders+Majority by Area at 66.2%
* Synth cell count leaders: inv_1, fa_1, nand2_1
* Compound Share, Synth at 2.35%
* Yosys Chip Area at 74,000 um^2
* Fraction of registers with async set/reset at 6.90%
* Cell area leaders: fa_1, inv_1, ha_1
* Most frequent cell after synthesis: inv_1
* Cell taking the most area after synthesis: fa_1
* Top-area cell share at 59.2%
* Post-synth tally of flip-flops with integrated enable at 64
* Netlist cell types at 70
* Synth Warn # at 1
## cells by family after synthesis
family	after synthesis
buf+inv	2742
fa+ha+maj	2601
simple gates	1353
compound gates	261
latches	179
xor+xnor	117
flops	82
mux	22
other cells	1
